==> /design/flow/design.v <==
module wrapper_tiletest
(
    input   wire    [0 : 0]     clk,
    input   wire    [0 : 0]     reset,
    input   wire    [3 : 0]     keys,
    output  wire    [0 : 0]     hsync,
    output  wire    [0 : 0]     vsync,
    output  wire    [2 : 0]     rgb
);
    reg [0:0] clk_div;
    always @(posedge clk, posedge reset)
    begin
        if( reset )
            clk_div <= 1'b0;
        else
            clk_div <= ~ clk_div;
    end
    test_tilerender_top test_tilerender_top_0
    (
        .clk    ( clk_div   ), 
        .reset  ( reset     ), 
        .hsync  ( hsync     ), 
        .vsync  ( vsync     ), 
        .rgb    ( rgb       )
    );
endmodule
module test_ram1_top(
    input wire clk,
    input wire reset, 
    output wire hsync,
    output wire vsync,
    output wire [2:0] rgb
);
    wire display_on;
    wire [15:0] hpos;
    wire [15:0] vpos;
    wire [9:0] ram_addr;
    wire [7:0] ram_read;
    reg [7:0] ram_write;
    reg ram_writeenable = 0;
    RAM_sync ram(
        .clk(clk),
        .dout(ram_read),
        .din(ram_write),
        .addr(ram_addr),
        .we(ram_writeenable)
    );
    hvsync_generator hvsync_gen(
        .clk(clk),
        .reset(reset),
        .hsync(hsync),
        .vsync(vsync),
        .display_on(display_on),
        .hpos(hpos),
        .vpos(vpos)
    );
    wire [4:0] row = vpos[7:3];	 
    wire [4:0] col = hpos[7:3];	 
    wire [2:0] rom_yofs = vpos[2:0];  
    wire [4:0] rom_bits;		    
    wire [3:0] digit = ram_read[3:0];  
    wire [2:0] xofs = hpos[2:0];       
    assign ram_addr = {row,col};	 
    digits10_case numbers(
        .digit(digit),
        .yofs(rom_yofs),
        .bits(rom_bits)
    );
    wire r = display_on && 0;
    wire g = display_on && rom_bits[~xofs];
    wire b = display_on && 0;
    assign rgb = {b,g,r};
    always @(posedge clk)
        case (hpos[2:0])
            6: begin
                ram_write <= (ram_read + 1);
                ram_writeenable <= display_on && rom_yofs == 7;
            end
            7: begin
                ram_writeenable <= 0;
            end
        endcase
endmodule  
module digits10_case(
    input wire [3:0] digit,
    input wire [2:0] yofs,
    output reg [4:0] bits
);
    wire [6:0] caseexpr = {digit, yofs};
    always @(*)
        case(caseexpr)
            7'o00: bits = 5'b11111;
            7'o01: bits = 5'b10001;
            7'o02: bits = 5'b10001;
            7'o03: bits = 5'b10001;
            7'o04: bits = 5'b11111;
            7'o10: bits = 5'b01100;
            7'o11: bits = 5'b00100;
            7'o12: bits = 5'b00100;
            7'o13: bits = 5'b00100;
            7'o14: bits = 5'b11111;
            7'o20: bits = 5'b11111;
            7'o21: bits = 5'b00001;
            7'o22: bits = 5'b11111;
            7'o23: bits = 5'b10000;
            7'o24: bits = 5'b11111;
            7'o30: bits = 5'b11111;
            7'o31: bits = 5'b00001;
            7'o32: bits = 5'b11111;
            7'o33: bits = 5'b00001;
            7'o34: bits = 5'b11111;
            7'o40: bits = 5'b10001;
            7'o41: bits = 5'b10001;
            7'o42: bits = 5'b11111;
            7'o43: bits = 5'b00001;
            7'o44: bits = 5'b00001;
            7'o50: bits = 5'b11111;
            7'o51: bits = 5'b10000;
            7'o52: bits = 5'b11111;
            7'o53: bits = 5'b00001;
            7'o54: bits = 5'b11111;
            7'o60: bits = 5'b11111;
            7'o61: bits = 5'b10000;
            7'o62: bits = 5'b11111;
            7'o63: bits = 5'b10001;
            7'o64: bits = 5'b11111;
            7'o70: bits = 5'b11111;
            7'o71: bits = 5'b00001;
            7'o72: bits = 5'b00001;
            7'o73: bits = 5'b00001;
            7'o74: bits = 5'b00001;
            7'o100: bits = 5'b11111;
            7'o101: bits = 5'b10001;
            7'o102: bits = 5'b11111;
            7'o103: bits = 5'b10001;
            7'o104: bits = 5'b11111;
            7'o110: bits = 5'b11111;
            7'o111: bits = 5'b10001;
            7'o112: bits = 5'b11111;
            7'o113: bits = 5'b00001;
            7'o114: bits = 5'b11111;
            default: bits = 0;
        endcase
endmodule
module digits10_array
(
    input wire [3:0] digit,
    input wire [2:0] yofs,
    output reg [4:0] bits
);
    wire    [24 : 0]    help_bits;
    reg     [24 : 0]    bitarray [9 : 0];    
    assign help_bits = digit <= 9 ? bitarray[ digit ] : 0;
    always @(*)
    begin
        bits = 5'b0;
        case( yofs )
            5'd0:   bits = help_bits[20 +: 5];
            5'd1:   bits = help_bits[15 +: 5];
            5'd2:   bits = help_bits[10 +: 5];
            5'd3:   bits = help_bits[5  +: 5];
            5'd4:   bits = help_bits[0  +: 5];
        endcase
    end
    initial
    begin
        $readmemb("digits10.hex",bitarray);
    end
endmodule 
module test_numbers_top
(
    input   wire    [0 : 0]     clk,     
    input   wire    [0 : 0]     reset,   
    output  wire    [0 : 0]     hsync,   
    output  wire    [0 : 0]     vsync,   
    output  wire    [2 : 0]     rgb      
);
    wire    [0  : 0]    display_on;
    wire    [15 : 0]    hpos;
    wire    [15 : 0]    vpos;
    wire    [3  : 0]    digit;
    wire    [2  : 0]    xofs;
    wire    [2  : 0]    yofs;
    wire    [4  : 0]    bits;
    assign digit = hpos[9 -: 4];
    assign xofs  = hpos[5 -: 3];
    assign yofs  = vpos[3 -: 3];
    assign rgb  =   {  
                        display_on && 0,
                        display_on && bits[xofs ^ 3'b111],
                        display_on && 0
                    };
    hvsync_generator 
    hvsync_gen
    (
        .clk        ( clk           ),
        .reset      ( reset         ),
        .hsync      ( hsync         ),
        .vsync      ( vsync         ),
        .display_on ( display_on    ),
        .hpos       ( hpos          ),
        .vpos       ( vpos          )
    );
    digits10_array 
    numbers
    (
        .digit      ( digit         ),
        .yofs       ( yofs          ),
        .bits       ( bits          )
    );
endmodule  
module hvsync_generator
#(
    parameter                   H_DISPLAY = 640,     
                                H_BACK    =  48,     
                                H_FRONT   =  16,     
                                H_SYNC    =  96,     
                                V_DISPLAY = 480,     
                                V_TOP     =  10,     
                                V_BOTTOM  =  33,     
                                V_SYNC    =   2      
)(
    input wire [0:0] clk,
    input wire reset,
    output reg hsync,
    output reg vsync,
    output wire display_on,
    output  reg     [15 : 0]    hpos,                
    output  reg     [15 : 0]    vpos                 
);
    localparam H_SYNC_START = H_DISPLAY + H_FRONT,  
               H_SYNC_END   = H_DISPLAY + H_FRONT + H_SYNC - 1,  
                H_MAX        = H_DISPLAY + H_BACK + H_FRONT + H_SYNC - 1, 
                V_SYNC_START = V_DISPLAY + V_BOTTOM,  
                V_SYNC_END   = V_DISPLAY + V_BOTTOM + V_SYNC - 1, 
                V_MAX        = V_DISPLAY + V_TOP + V_BOTTOM + V_SYNC - 1;  
    wire [0:0] hmaxxed;
    wire [0:0] vmaxxed;
    assign  hmaxxed = hpos == H_MAX;     
    assign  vmaxxed = vpos == V_MAX;     
    assign display_on = ( hpos < H_DISPLAY ) && ( vpos < V_DISPLAY );    
    always @(posedge clk, posedge reset)
    if( reset )
    begin
        hsync <= 1'b0;
        hpos  <= 16'b0;
    end
    else
    begin
        hsync <= ~ ( ( hpos >= H_SYNC_START ) && ( hpos <= H_SYNC_END ) ); 
        if( hmaxxed )
            hpos <= 16'b0;
        else
            hpos <= hpos + 1'b1;
    end
    always @(posedge clk, posedge reset)
    if( reset )
    begin
        vsync <= 1'b0;
        vpos  <= 16'b0;
    end
    else
    begin
        vsync <= ~ ( ( vpos >= V_SYNC_START ) && ( vpos <= V_SYNC_END ) ); 
        if( hmaxxed )
        begin
            if ( vmaxxed )
                vpos <= 16'b0;
            else
                vpos <= vpos + 1'b1;
        end
    end
endmodule  
module RAM_sync
#(
    parameter                   A = 10,  
                                D = 8    
)(
    input   wire    [0   : 0]   clk,     
    input   wire    [A-1 : 0]   addr,    
    input   wire    [D-1 : 0]   din,     
    output  reg     [D-1 : 0]   dout,    
    input   wire    [0   : 0]   we       
);
    reg     [D-1 : 0]   mem [0 : ( 1 << A ) - 1];  
    always @(posedge clk) 
    begin
        dout <= mem[addr];
        if( we )
            mem[addr] <= din;
    end
endmodule
module RAM_async
#(
    parameter                   A = 10,  
                                D = 8    
)(
    input   wire    [0   : 0]   clk,     
    input   wire    [A-1 : 0]   addr,    
    input   wire    [D-1 : 0]   din,     
    output  wire    [D-1 : 0]   dout,    
    input   wire    [0   : 0]   we       
);		
    reg     [D-1 : 0]   mem [0 : ( 1 << A ) - 1];  
    assign dout = mem[addr];  
    always @(posedge clk)
        if( we )		 
            mem[addr] <= din;	 
endmodule
module RAM_async_tristate
#(
    parameter                   A = 10,  
                                D = 8    
)(
    input   wire    [0   : 0]   clk, 
    input   wire    [A-1 : 0]   addr, 
    inout   wire    [D-1 : 0]   data, 
    input   wire    [0   : 0]   we
);
    reg     [D-1 : 0]   mem [0 : ( 1 << A ) - 1];  
    assign data = !we ? mem[addr] : { D { 1'bz } };  
    always @(posedge clk)
        if( we )
            mem[addr] <= data;  
endmodule
module test_tilerender_top
(
    input   wire    [0 : 0]     clk, 
    input   wire    [0 : 0]     reset, 
    output  wire    [0 : 0]     hsync, 
    output  wire    [0 : 0]     vsync, 
    output  wire    [2 : 0]     rgb
);
    reg     [0 : 0]     clk_div;
    always @(posedge clk, posedge reset)
        if( reset )
            clk_div <= 1'b0;
        else
            clk_div <= ~ clk_div;
    test_ram1_top test_ram1_top_0
    (
        .clk        ( clk_div   ), 
        .reset      ( reset     ), 
        .hsync      ( hsync     ), 
        .vsync      ( vsync     ), 
        .rgb        ( rgb       )
    );
endmodule
==> /design/flow/digits10.hex <==
1111110001100011000111111
0110000100001000010011111
1111100001111111000011111
1111100001111110000111111
1000110001111110000100001
1111110000111110000111111
1111110000111111000111111
1111100001000010000100001
1111110001111111000111111
1111110001111110000111111
==> /design/flow/run.sh <==
#!/bin/bash
# OpenROAD 26Q1-2900-gdf79404cd8, Yosys 0.63+post, stock flow scripts
make -C /OpenROAD-flow-scripts/flow DESIGN_CONFIG=/design/flow/config.mk WORK_HOME=/design/flow/orfs finish
==> /design/flow/config.mk <==
export PLATFORM = sky130hd
export DESIGN_NAME = wrapper_tiletest
export DESIGN_NICKNAME = wrapper_tiletest
export VERILOG_FILES = /design/flow/design.v
export SDC_FILE = /design/flow/constraint.sdc
export NUM_CORES = 4
export LEC_CHECK = 1
export CORE_UTILIZATION = 30
export SYNTH_MEMORY_MAX_BITS = 65536
==> /design/flow/constraint.sdc <==
current_design wrapper_tiletest

set clk_period 1.0
set clk_io_pct 0.2

create_clock -name clk0 -period $clk_period [get_ports {clk}]

set non_clock_inputs [all_inputs -no_clocks]
set_input_delay [expr $clk_period * $clk_io_pct] -clock clk0 $non_clock_inputs
set_output_delay [expr $clk_period * $clk_io_pct] -clock clk0 [all_outputs]
==> results_dict.tcl <==
# flow metrics
set metrics [dict create \
    outcome "completed" \
    ctsHoldBuffers 0 \
    vias 82705 \
    p_clk_share_pct 0 \
    drt.antenna.violating_nets 0 \
    power_switching_mw 0.03407 \
    relSlewSlack_pct 25.15 \
    grt_pass1_vias 85248 \
    ys_chip_area_um2 163800 \
    seq_power_share_pct 49.3 \
    startpoint_type "register" \
    final_core_util_pct 31.67 \
    drc 0 \
    combPwrFrac_pct 50.7 \
    die-area_um2 549000 \
    syn-instance-count 9597 \
    drt_wl_total_um 426400 \
    track_usage_pct 16.21 \
    worstPathMaxFanout 2 \
    die_y_um 740.9 \
    crit_buf_inv 1 \
    drt-pass1-iter-count 8 \
    gp_congestion 0.8778 \
    num_rows 271 \
    skew_ns 0 \
    critPathMaxStageDelay_ns 0.36 \
    placed_area_um2 172300 \
    finalMaxSlewViolations 0 \
    regArea_um2 124200 \
    setup_ws_ns 0.4410 \
    critPathTopFamily "flip-flops" \
    syn_avg_cell_area_um2 17.07 \
    endpoint_kind "register" \
    internal-power_mw 0.04653 \
    setup-tns-final_ns 0 \
    setup_violations 0 \
    grt_pass1_wl_um 607000 \
    netlist_area_um2 163800 \
    fmax_mhz 1789 \
    timing.hold.ws_ns 0.4366 \
    mi_logic_area_um2 36370 \
    peakVddDrop_mv 0.05684 \
    hp-class "in2async" \
    hold_viol 0 \
    ff_type "edfxtp_1" \
    cts_resized 0 \
    postCtsSetupBuffers 0 \
    die_w_um 740.9 \
    fp_util_pct 30.10 \
    drt-initial-drc-count 4973 \
    worstSkewPairLatency_ns 0 \
    core-area_um2 544200 \
    rsz0062_at_grt "false" \
    cp.depth 1 \
    fillCellCount 52115 \
    async_flop_share_pct 0.8694 \
    worst_slew_pin_slew_ns 1.111 \
    unclocked_pins 4140 \
    place_ws_ns 0.4461 \
    wl_per_cell_um 25.85 \
    synth_cell_types 80 \
    warning_count 168 \
    grt_overflow 0 \
    ys_seq_share_pct 75.78 \
    worst-setup-path-type "reg2reg" \
    post-dp-hpwl_um 267300 \
    cp-startpoint "clk_div" \
    cap_violations 0 \
    leakagePower_nw 54.99 \
    untimed_endpoints 8244 \
    min_period_ns 0.5590 \
    power_mw 0.08066 \
    p_per_area_nw_per_um2 0.4680 \
    cts.reportedPaths.clkPinSlew_ns 0 \
    crit_path_cell_trace "inv_1" \
    ys_warn_count 7 \
    viasPerCell 5.015 \
    swShare_pct 42.24 \
    r2r_start "clk_div" \
    dpl.cell_count 16472 \
    drive_gt1_share_pct 5.845 \
    syn_to_final_growth_pct 5.201 \
    enable_flop_cells 4101 \
    ioPinCount 11 \
    r2r.worst_path.cells 1 \
    portBuffers 4 \
    grt_max_degree 245 \
    required_ns 0.87 \
    instances_no_fill 16493 \
    antenna_found_initial 17 \
    critPathSlowestCell "dfrtp_1" \
    fin_area_um2 172300 \
    period_used_pct 55.90 \
    worstPathArrival_ns 0.43 \
    synth_flops 4141 \
    yosys_cells 9597 \
]
[Yosys cell counts, types with 9 or more instances]
| library cell | instances | area share (%) |
|---|---|---|
| o21ai_0 | 57 | 0.17 |
| ha_1 | 12 | 0.092 |
| nand4_1 | 10 | 0.038 |
| a311oi_1 | 9 | 0.048 |
| nand3_1 | 35 | 0.11 |
| a211oi_1 | 29 | 0.13 |
| a21oi_1 | 26 | 0.079 |
| nor2_1 | 1191 | 2.7 |
| inv_1 | 15 | 0.034 |
| nor3_1 | 66 | 0.20 |
| mux2i_1 | 1813 | 11 |
| and3_1 | 11 | 0.042 |
| dfrtp_1 | 36 | 0.55 |
| o2111ai_1 | 20 | 0.11 |
| a31oi_1 | 17 | 0.065 |
| nor4_1 | 140 | 0.53 |
| xnor2_1 | 15 | 0.080 |
| o311a_1 | 10 | 0.061 |
| xor2_1 | 12 | 0.064 |
| buf_1 | 9 | 0.021 |
| clkbuf_1 | 283 | 0.65 |
| mux4_2 | 134 | 1.8 |
| buf_6 | 50 | 0.34 |
| or4_1 | 47 | 0.22 |
| o211ai_1 | 24 | 0.11 |
| a2111oi_0 | 14 | 0.075 |
| edfxtp_1 | 4101 | 75 |
| buf_2 | 213 | 0.65 |
| and2_1 | 9 | 0.034 |
| nand2_1 | 143 | 0.33 |
| o22ai_1 | 812 | 3.1 |
| buf_4 | 122 | 0.56 |
[sequential cells by signal (all words and copies together), names as in the netlist]
name                                                    cells
test_tilerender_top_0.test_ram1_top_0.ram_write             4
test_tilerender_top_0.test_ram1_top_0.hvsync_gen.hpos      16
test_tilerender_top_0.test_ram1_top_0.hvsync_gen.vsync      1
test_tilerender_top_0.test_ram1_top_0.ram_writeenable       1
test_tilerender_top_0.test_ram1_top_0.hvsync_gen.hsync      1
clk_div                                                     1
test_tilerender_top_0.test_ram1_top_0.hvsync_gen.vpos      16
test_tilerender_top_0.clk_div                               1
test_tilerender_top_0.test_ram1_top_0.ram.dout              4
test_tilerender_top_0.test_ram1_top_0.ram.mem            4096
[layout by cell type, fill, tap and decap left out, types with 14 or more instances in the layout]
cell type  synthesis  routed
o21ai_0           57      57
nand2_1          143     110
mux2i_1         1813    1813
o2111ai_1         20      20
a21oi_1           26      26
xnor2_1           15      15
nand3_1           35      35
diode_2            0      21
buf_12             3      17
nor3_1            66      62
nor2_1          1191    1190
a31oi_1           17      17
o211ai_1          24      24
o22ai_1          812     812
dfrtp_1           36      28
edfxtp_1        4101    4101
nor4_1           140     140
or4_1             47      46
mux4_2           134     134
inv_1             15      14
nand2_4            0      32
buf_4            122     300
a211oi_1          29      29
[power by group through the flow]
stage | Clock [mW] | Sequential [mW] | Combinational, mW
4_1_cts | 0 | 0.0398 | 0.0450
5_1_grt | 0.00000000000941 | 0.0398 | 0.0501
6_report | 0.000000000185 | 0.0398 | 0.0409
[final timing paths]
kind	endpoint	slack (ns)
min reg2reg	clk_div	0.49
max	clk_div	0.44
min in group clk0	clk_div	0.49
max in group asynchronous	clk_div	0.47
min	clk_div	0.44
max reg2reg	clk_div	0.44
[area by class of cell]
type | instances | share of cell area, %
multi-input cells | 4760 | 21.11
well taps | 7234 | 5.252
diodes | 21 | 0.03049
flip-flops and latches | 4141 | 72.04
repair buffers | 321 | 1.528
inverters | 16 | 0.03703
[per-layer routing]
layer / track usage, % / share of wire [%] / routed length [um] / vias to the layer above
met4: 3.814 / 2.8 / 11960 / 30
met3: 10.93 / 15 / 64430 / 416
li1: - / - / - / 36683
met2: 25.01 / 47 / 201900 / 3637
met5: 0.5241 / 0.17 / 732 / -
met1: 18.97 / 35 / 147400 / 41939
[logic make-up after synthesis]
kind of cell / share of synthesized area [%]
xor+xnor: 0.1444
mux: 12.97
flops: 75.78
simple gates: 4.526
compound gates: 4.179
buf+inv: 2.305
other cells: 0.002289
fa+ha+maj: 0.09777
