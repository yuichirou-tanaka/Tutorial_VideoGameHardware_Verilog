==> flow/design.v <==
module wrapper_sprite_rotation
(
    input   wire    [0 : 0]     clk,
    input   wire    [0 : 0]     reset,
    input   wire    [3 : 0]     keys,
    output  wire    [0 : 0]     hsync,
    output  wire    [0 : 0]     vsync,
    output  wire    [2 : 0]     rgb
);
    reg [0:0] clk_div;
    always @(posedge clk, posedge reset)
    begin
        if( reset )
            clk_div <= 1'b0;
        else
            clk_div <= ~ clk_div;
    end
    control_test_top control_test_top_0
    (
        .clk    ( clk_div   ), 
        .reset  ( reset     ), 
        .hsync  ( hsync     ), 
        .vsync  ( vsync     ), 
        .rgb    ( rgb       ),
        .switches_p1(keys)
    );
endmodule
module hvsync_generator
#(
    parameter                   H_DISPLAY = 640,     
                                H_BACK    =  48,     
                                H_FRONT   =  16,     
                                H_SYNC    =  96,     
                                V_DISPLAY = 480,     
                                V_TOP     =  10,     
                                V_BOTTOM  =  33,     
                                V_SYNC    =   2      
)(
    input wire [0:0] clk,
    input wire reset,
    output reg hsync,
    output reg vsync,
    output wire display_on,
    output  reg     [15 : 0]    hpos,                
    output  reg     [15 : 0]    vpos                 
);
    localparam H_SYNC_START = H_DISPLAY + H_FRONT,  
               H_SYNC_END   = H_DISPLAY + H_FRONT + H_SYNC - 1,  
                H_MAX        = H_DISPLAY + H_BACK + H_FRONT + H_SYNC - 1, 
                V_SYNC_START = V_DISPLAY + V_BOTTOM,  
                V_SYNC_END   = V_DISPLAY + V_BOTTOM + V_SYNC - 1, 
                V_MAX        = V_DISPLAY + V_TOP + V_BOTTOM + V_SYNC - 1;  
    wire [0:0] hmaxxed;
    wire [0:0] vmaxxed;
    assign  hmaxxed = hpos == H_MAX;     
    assign  vmaxxed = vpos == V_MAX;     
    assign display_on = ( hpos < H_DISPLAY ) && ( vpos < V_DISPLAY );    
    always @(posedge clk, posedge reset)
    if( reset )
    begin
        hsync <= 1'b0;
        hpos  <= 16'b0;
    end
    else
    begin
        hsync <= ~ ( ( hpos >= H_SYNC_START ) && ( hpos <= H_SYNC_END ) ); 
        if( hmaxxed )
            hpos <= 16'b0;
        else
            hpos <= hpos + 1'b1;
    end
    always @(posedge clk, posedge reset)
    if( reset )
    begin
        vsync <= 1'b0;
        vpos  <= 16'b0;
    end
    else
    begin
        vsync <= ~ ( ( vpos >= V_SYNC_START ) && ( vpos <= V_SYNC_END ) ); 
        if( hmaxxed )
        begin
            if ( vmaxxed )
                vpos <= 16'b0;
            else
                vpos <= vpos + 1'b1;
        end
    end
endmodule  
module tank_bitmap
(
    input [7:0] addr,
    output [7:0] bits
);
    reg [15:0] bitarray[0:255];
    assign bits = (addr[0]) ? bitarray[addr>>1][15:8] : bitarray[addr>>1][7:0];
    initial begin
        bitarray['h00] = 16'b11110000000;
        bitarray['h01] = 16'b11110000000;
        bitarray['h02] = 16'b1100000000;
        bitarray['h03] = 16'b1100000000;
        bitarray['h04] = 16'b111101101111000;
        bitarray['h05] = 16'b111101101111000;
        bitarray['h06] = 16'b111111111111000;
        bitarray['h07] = 16'b111111111111000;
        bitarray['h08] = 16'b111111111111000;
        bitarray['h09] = 16'b111111111111000;
        bitarray['h0a] = 16'b111111111111000;
        bitarray['h0b] = 16'b111100001111000;
        bitarray['h0c] = 16'b111100001111000;
        bitarray['h0d] = 16'b0;
        bitarray['h0e] = 16'b0;
        bitarray['h0f] = 16'b0;
        bitarray['h10] = 16'b111000000000;
        bitarray['h11] = 16'b1111000000000;
        bitarray['h12] = 16'b1111000000000;
        bitarray['h13] = 16'b11000000000;
        bitarray['h14] = 16'b11101110000;
        bitarray['h15] = 16'b1101110000;
        bitarray['h16] = 16'b111101111110000;
        bitarray['h17] = 16'b111101111111000;
        bitarray['h18] = 16'b111111111111000;
        bitarray['h19] = 16'b11111111111000;
        bitarray['h1a] = 16'b11111111111100;
        bitarray['h1b] = 16'b11111111111100;
        bitarray['h1c] = 16'b11111001111100;
        bitarray['h1d] = 16'b1111001110000;
        bitarray['h1e] = 16'b1111000000000;
        bitarray['h1f] = 16'b1100000000000;
        bitarray['h20] = 16'b0;
        bitarray['h21] = 16'b0;
        bitarray['h22] = 16'b11000011000000;
        bitarray['h23] = 16'b111000111100000;
        bitarray['h24] = 16'b111101111110000;
        bitarray['h25] = 16'b1110111111000;
        bitarray['h26] = 16'b111111111100;
        bitarray['h27] = 16'b11111111110;
        bitarray['h28] = 16'b11011111111110;
        bitarray['h29] = 16'b111111111111100;
        bitarray['h2a] = 16'b111111111001000;
        bitarray['h2b] = 16'b11111110000000;
        bitarray['h2c] = 16'b1111100000000;
        bitarray['h2d] = 16'b111110000000;
        bitarray['h2e] = 16'b11110000000;
        bitarray['h2f] = 16'b1100000000;
        bitarray['h30] = 16'b0;
        bitarray['h31] = 16'b0;
        bitarray['h32] = 16'b110000000;
        bitarray['h33] = 16'b100001111000000;
        bitarray['h34] = 16'b1110001111110000;
        bitarray['h35] = 16'b1111010111111100;
        bitarray['h36] = 16'b1111111111111111;
        bitarray['h37] = 16'b1111111111111;
        bitarray['h38] = 16'b11111111110;
        bitarray['h39] = 16'b101111111110;
        bitarray['h3a] = 16'b1111111101100;
        bitarray['h3b] = 16'b11111111000000;
        bitarray['h3c] = 16'b1111111100000;
        bitarray['h3d] = 16'b11111110000;
        bitarray['h3e] = 16'b111100000;
        bitarray['h3f] = 16'b1100000;
        bitarray['h40] = 16'b0;
        bitarray['h41] = 16'b0;
        bitarray['h42] = 16'b0;
        bitarray['h43] = 16'b111111111000;
        bitarray['h44] = 16'b111111111000;
        bitarray['h45] = 16'b111111111000;
        bitarray['h46] = 16'b111111111000;
        bitarray['h47] = 16'b1100001111100000;
        bitarray['h48] = 16'b1111111111100000;
        bitarray['h49] = 16'b1111111111100000;
        bitarray['h4a] = 16'b1100001111100000;
        bitarray['h4b] = 16'b111111111000;
        bitarray['h4c] = 16'b111111111000;
        bitarray['h4d] = 16'b111111111000;
        bitarray['h4e] = 16'b111111111000;
        bitarray['h4f] = 16'b0;
    end
endmodule
module sprite_renderer2(
    input clk,
    input vstart,
    input load,
    input hstart,
    output reg [4:0] rom_addr,
    input hmirror, 
    input vmirror,
    input [7:0] rom_bits,
    output reg gfx,
    output busy
);
    assign busy = state != WAIT_FOR_VSTART;
    reg [2:0] state;
    reg [3:0] ycount;
    reg [3:0] xcount;
    reg [15:0] outbits;
    localparam WAIT_FOR_VSTART = 0;
    localparam WAIT_FOR_LOAD   = 1;
    localparam LOAD1_SETUP     = 2;
    localparam LOAD1_FETCH     = 3;
    localparam LOAD2_SETUP     = 4;
    localparam LOAD2_FETCH     = 5;
    localparam WAIT_FOR_HSTART = 6;
    localparam DRAW            = 7;
    always @(posedge clk)
    begin
        case (state)
        WAIT_FOR_VSTART: begin
            ycount <= 0;
            gfx <= 0;
            if (vstart) state <= WAIT_FOR_LOAD;
        end
        WAIT_FOR_LOAD: begin
            xcount <= 0;
        gfx <= 0;
            if (load) state <= LOAD1_SETUP;
        end
        LOAD1_SETUP: begin
            rom_addr <= {vmirror?~ycount:ycount, 1'b0};
            state <= LOAD1_FETCH;
        end
        LOAD1_FETCH: begin
        outbits[7:0] <= rom_bits;
            state <= LOAD2_SETUP;
        end
        LOAD2_SETUP: begin
            rom_addr <= {vmirror?~ycount:ycount, 1'b1};
            state <= LOAD2_FETCH;
        end
        LOAD2_FETCH: begin
            outbits[15:8] <= rom_bits;
            state <= WAIT_FOR_HSTART;
        end
        WAIT_FOR_HSTART: begin
            if (hstart) state <= DRAW;
        end
        DRAW: begin
            gfx <= outbits[hmirror ? ~xcount[3:0] : xcount[3:0]];
            xcount <= xcount + 1;
            if (xcount == 15) begin  
            ycount <= ycount + 1;
            if (ycount == 15)  
                state <= WAIT_FOR_VSTART;  
            else
            state <= WAIT_FOR_LOAD;  
            end
        end
        endcase
    end
endmodule
module rotation_selector(rotation, bitmap_num, hmirror, vmirror);
    input[3:0] rotation; 
    output reg [2:0] bitmap_num;
    output reg hmirror, vmirror;
    always @(*)
        case (rotation[3:2])
            0: begin
                bitmap_num = {1'b0, rotation[1:0]};
                hmirror = 0;
                vmirror = 0;
            end
            1: begin
                bitmap_num = -rotation[2:0];
                hmirror = 0;
                vmirror = 1;
            end
            2: begin			 
                bitmap_num = {1'b0, rotation[1:0]};
                hmirror = 1;
                vmirror = 1;
            end
            3: begin			 
                bitmap_num = -rotation[2:0];
                hmirror = 1;
                vmirror = 0;
            end
        endcase
endmodule
module tank_controller(
    input clk,
    input reset,
    input hsync,
    input vsync,
    input [8:0] hpos,
    input [8:0] vpos,
    output [7:0] sprite_addr,
    input [7:0] sprite_bits,
    output gfx,
    input playfield,
    input switch_left,
    input switch_right,
    input switch_up
);
    parameter initial_x = 128;
    parameter initial_y = 120;
    parameter initial_rot = 0;
    wire hmirror, vmirror;
    wire busy;
    wire collision_gfx = gfx && playfield;
    reg [11:0] player_x_fixed;
    wire [7:0] player_x = player_x_fixed[11:4];
    wire [3:0] player_x_frac = player_x_fixed[3:0];
    reg [11:0] player_y_fixed;
    wire [7:0] player_y = player_y_fixed[11:4];
    wire [3:0] player_y_frac = player_y_fixed[3:0];
    reg [3:0] player_rot;
    reg [3:0] player_speed;
    reg [3:0] frame = 0;
    wire vstart = {1'b0,player_y} == vpos;
    wire hstart = {1'b0,player_x} == hpos;
    sprite_renderer2 renderer(
        .clk(clk),
        .vstart(vstart),
        .load(hsync),
        .hstart(hstart),
        .hmirror(hmirror),
        .vmirror(vmirror),
        .rom_addr(sprite_addr[4:0]),
        .rom_bits(sprite_bits),
        .gfx(gfx),
        .busy(busy));
    rotation_selector rotsel(
        .rotation(player_rot),
        .bitmap_num(sprite_addr[7:5]),
        .hmirror(hmirror),
        .vmirror(vmirror)
    );
    always @(posedge vsync or posedge reset)
    begin
        if(reset)begin
            player_rot <= initial_rot;
            player_speed <= 0;
        end else begin
            frame <= frame+1;
            if (frame[0]) begin  
                if (switch_left)
                    player_rot <= player_rot - 1;  
                else if (switch_right)
                    player_rot <= player_rot + 1;  
                if (switch_up) begin
                    if (player_speed <= 15)  
                        player_speed <= player_speed + 1;
                end else
                    player_speed <= 0;  
            end
        end
    end
    reg collision_detected;
    always @(posedge clk, posedge reset)
        if( reset )
            collision_detected <= 0;
        else if(vstart)
            collision_detected <= 0;
        else if(collision_gfx)
            collision_detected <= 1;
    function [15:0] sin_16x4 (input [3:0] in);
        reg [3:0] y;
        reg [3:0] out;
        begin
            case ( in[1:0] )	 
                0: y = 0;
                1: y = 3;
                2: y = 5;
                3: y = 6;
                default: y = 0;
            endcase            
            case ( in[3 : 2] )	 
                0: out = y;
                1: out = 7-y;
                2: out = -y;
                3: out = y-7;
                default: out = y;
            endcase
        end
    endfunction
    always @(posedge hsync or posedge reset)
    if (reset) begin
        player_x_fixed <= initial_x << 4;
        player_y_fixed <= initial_y << 4;
    end else begin
        if (collision_detected && vpos[3:1] == 0) begin
            if (vpos[0])
                player_x_fixed <= player_x_fixed + sin_16x4( player_rot + 8  );
            else
                player_y_fixed <= player_y_fixed - sin_16x4( player_rot + 12 );
        end else if (7 <= player_speed) begin
            if (vpos[0])
                player_x_fixed <= player_x_fixed + sin_16x4( player_rot + 0  );
            else
                player_y_fixed <= player_y_fixed - sin_16x4( player_rot + 4  );
        end
    end
endmodule
module control_test_top(
    input clk,
    input reset,
    output hsync,
    output vsync,
    output [2:0] rgb,
    input [7:0] switches_p1
);
    wire displaye_on;
    wire [15:0] hpos;
    wire [15:0] vpos;
    reg [7:0] paddle_x;
    reg [7:0] paddle_y;
    wire    [0  : 0]    top_wall;
    wire    [0  : 0]    bottom_wall;
    wire    [0  : 0]    right_wall;
    wire    [0  : 0]    left_wall;
    wire    [0  : 0]    wall_gfx;
    assign top_wall     = vpos < 5;
    assign bottom_wall  = vpos > 475;
    assign right_wall   = hpos < 5;
    assign left_wall    = hpos > 635;
    assign wall_gfx     = top_wall || bottom_wall || right_wall || left_wall;
    hvsync_generator hvsync_gen(
        .clk(clk),
        .reset(reset),
        .hsync(hsync),
        .vsync(vsync),
        .display_on(display_on),
        .hpos(hpos),
        .vpos(vpos)
    );
    wire [7:0] tank_sprite_addr;
    wire [7:0] tank_sprite_bits;
    tank_bitmap tank_bmp(
    .addr(tank_sprite_addr), 
    .bits(tank_sprite_bits));
    tank_controller tank1(
    .clk(clk),
    .reset(reset),
    .hpos(hpos),
    .vpos(vpos),
    .hsync(hsync),
    .vsync(vsync),
    .sprite_addr(tank_sprite_addr), 
    .sprite_bits(tank_sprite_bits),
    .gfx(tank1_gfx),
    .playfield(playfield_gfx),
    .switch_left(switches_p1[0]),
    .switch_right(switches_p1[1]),
    .switch_up(switches_p1[2])
    );
    wire tank1_gfx;
    wire playfield_gfx = hpos[5] && vpos[5];
    wire r = display_on && tank1_gfx;
    wire g = display_on && tank1_gfx;
    wire b = display_on && (tank1_gfx || playfield_gfx);
    assign rgb = {b,g,r};
endmodule
==> flow/run.sh <==
#!/bin/bash
# OpenROAD 26Q1-2900-gdf79404cd8, Yosys 0.63+post, stock flow scripts
make -C /OpenROAD-flow-scripts/flow DESIGN_CONFIG=/design/flow/config.mk WORK_HOME=/design/flow/orfs finish
==> flow/config.mk <==
export PLATFORM = sky130hd
export DESIGN_NAME = wrapper_sprite_rotation
export DESIGN_NICKNAME = wrapper_sprite_rotation
export VERILOG_FILES = /design/flow/design.v
export SDC_FILE = /design/flow/constraint.sdc
export NUM_CORES = 4
export LEC_CHECK = 1
export CORE_UTILIZATION = 30
==> flow/constraint.sdc <==
current_design wrapper_sprite_rotation

set clk_period 2.9
set clk_io_pct 0.2

create_clock -name clk0 -period $clk_period [get_ports {clk}]

set non_clock_inputs [all_inputs -no_clocks]
set_input_delay [expr $clk_period * $clk_io_pct] -clock clk0 $non_clock_inputs
set_output_delay [expr $clk_period * $clk_io_pct] -clock clk0 [all_outputs]
==> node_exporter_impl.prom <==
# HELP chip_impl_metric Implementation results
# TYPE chip_impl_metric gauge
chip_impl_info{name="worstPathCellList",value="clkdlybuf4s50_1 > inv_1"} 1
chip_impl_metric{name="timing_hold_violations_final",unit=""} 0
chip_impl_metric{name="post-place-ws",unit="ps"} 2060
chip_impl_metric{name="max_cap_violations",unit=""} 0
chip_impl_metric{name="syn-mean-instance-area",unit="sq um"} 9.48
chip_impl_metric{name="post_synth_tally_of_flip_flops_with_integrated_enable",unit=""} 31
chip_impl_metric{name="detail_route_met2_wl",unit="mm"} 4.37
chip_impl_info{name="post_synth_top_flop",value="sky130_fd_sc_hd__dfrtp_1"} 1
chip_impl_metric{name="grt_pass1_vias",unit=""} 3453
chip_impl_metric{name="highest_attainable_clock_frequency",unit="MHz"} 1200
chip_impl_metric{name="timing.critical_path.arrival",unit="ps"} 1040
chip_impl_info{name="rsz0062_at_grt",value="false"} 1
chip_impl_metric{name="synthArstFlopShare",unit="%"} 50.0
chip_impl_metric{name="setup_slack",unit="ps"} 2070
chip_impl_info{name="start_kind",value="input port"} 1
chip_impl_metric{name="netlist_area",unit="sq um"} 5030
chip_impl_metric{name="area_delta_synth_final",unit="%"} 4.53
chip_impl_metric{name="synth-warning-count",unit=""} 74
chip_impl_metric{name="cpPeakStageDelay",unit="ps"} 390
chip_impl_metric{name="totalWireLength",unit="mm"} 9.80
chip_impl_metric{name="total_power_divided_by_cell_area",unit="nW/um^2"} 7.25
chip_impl_metric{name="drcViolationCount",unit=""} 0
chip_impl_metric{name="worst_r2r_path_depth",unit=""} 1
chip_impl_metric{name="ant_nets",unit=""} 0
chip_impl_metric{name="worst_path_clk_slew",unit="ps"} 0
chip_impl_info{name="synth_top_cell_by_area",value="sky130_fd_sc_hd__dfrtp_1"} 1
chip_impl_metric{name="dp.final_hpwl",unit="mm"} 7.17
chip_impl_metric{name="sw_frac_of_total",unit="%"} 41.5
chip_impl_metric{name="unclocked_regs",unit=""} 77
chip_impl_metric{name="top_level_ports",unit=""} 11
chip_impl_metric{name="critPathRequiredTime",unit="ps"} 3110
chip_impl_info{name="hold_class",value="register to register"} 1
chip_impl_metric{name="yosys_reg_bits",unit=""} 78
chip_impl_metric{name="die_area",unit="sq um"} 17300
chip_impl_metric{name="cts-resized-gates",unit=""} 0
chip_impl_info{name="topCellsByArea",value="sky130_fd_sc_hd__dfrtp_1 19%, sky130_fd_sc_hd__edfxtp_1 18%, sky130_fd_sc_hd__ha_1 7.5%, sky130_fd_sc_hd__o21ai_0 3.9%, sky130_fd_sc_hd__xnor2_1 3.8%"} 1
chip_impl_metric{name="yosys.stat.chipArea",unit="sq um"} 5030
chip_impl_metric{name="routedWlPerCell",unit="um"} 13.5
chip_impl_metric{name="worst_path_buf_inv",unit=""} 2
chip_impl_metric{name="clock_power_share",unit="%"} 0
chip_impl_metric{name="first_pass_iters",unit=""} 5
chip_impl_metric{name="setup-violations-final",unit=""} 0
chip_impl_metric{name="met3_wirelength",unit="um"} 384
chip_impl_metric{name="floorplan.rows",unit=""} 46
chip_impl_metric{name="fin_tns_setup",unit="ps"} 0
chip_impl_metric{name="comb_power_share",unit="%"} 63.1
chip_impl_metric{name="yosys_cell_count",unit=""} 531
chip_impl_metric{name="latency_at_later_pin",unit="ps"} 0
chip_impl_metric{name="number_of_vias_per_cell",unit=""} 5.14
chip_impl_metric{name="chipHeight",unit="um"} 132
chip_impl_info{name="synth.most_common_cell",value="sky130_fd_sc_hd__nand2_1"} 1
chip_impl_info{name="run_status",value="completed"} 1
chip_impl_info{name="critPathSlowestCell",value="sky130_fd_sc_hd__clkdlybuf4s50_1"} 1
chip_impl_metric{name="share_of_final_layout_standard_cells_stronger_than_drive_strength_1",unit="%"} 5.30
chip_impl_metric{name="yosys.stat.seqShare",unit="%"} 41.1
chip_impl_metric{name="hold_path_depth",unit=""} 1
chip_impl_metric{name="first_pass_grt_wire_length",unit="mm"} 17.1
chip_impl_metric{name="openroad.warnings",unit=""} 49
chip_impl_metric{name="placement.cell_area",unit="sq um"} 5260
chip_impl_metric{name="core_region_area",unit="sq um"} 16100
chip_impl_info{name="top_signal_layer_used",value="met4"} 1
chip_impl_metric{name="grt_antenna_before_repair",unit=""} 0
chip_impl_metric{name="global_route.usage.total",unit="%"} 11.9
chip_impl_info{name="critical_path.endpoint_type",value="async pin"} 1
chip_impl_metric{name="maximum_number_of_pins_on_one_net_before_global_route_repair",unit=""} 73
chip_impl_metric{name="share_of_power_burned_in_registers",unit="%"} 36.9
chip_impl_metric{name="layout.cell_area.non_filler",unit="sq um"} 5260
chip_impl_metric{name="area_share_of_the_largest_cell_type_after_synthesis",unit="%"} 19.4
chip_impl_info{name="crit_family",value="buffers and inverters"} 1
chip_impl_metric{name="timing.final.crit_period",unit="ps"} 832
chip_impl_metric{name="num_vias",unit=""} 3727
chip_impl_metric{name="fin_crit_sh",unit="%"} 28.7
chip_impl_metric{name="critical_path_peak_fanout",unit=""} 2
chip_impl_metric{name="met1_length",unit="mm"} 4.98
chip_impl_metric{name="fill_cells",unit=""} 1657
chip_impl_metric{name="p_leak",unit="nW"} 2.05
chip_impl_metric{name="fp-utilization",unit="%"} 31.2
chip_impl_metric{name="power_report.internal_total",unit="W"} 0.0000223
chip_impl_metric{name="max-vdd-ir-drop",unit="V"} 0.0000599
chip_impl_metric{name="worst_clock_skew",unit="ps"} 0
chip_impl_info{name="common_cells",value="46 x sky130_fd_sc_hd__nand2_1, 39 x sky130_fd_sc_hd__dfrtp_1, 39 x sky130_fd_sc_hd__o21ai_0"} 1
chip_impl_metric{name="synthDistinctLibCells",unit=""} 66
chip_impl_metric{name="tightest_pin_transition",unit="ps"} 903
chip_impl_metric{name="slew_headroom",unit="%"} 39.6
chip_impl_metric{name="die_width",unit="um"} 132
chip_impl_metric{name="postSynthCellCount",unit=""} 531
chip_impl_metric{name="ctsHoldBuffers",unit=""} 0
chip_impl_metric{name="gp_congestion",unit=""} 0.846
chip_impl_info{name="timing_worst_setup_path_type",value="input port to async pin"} 1
chip_impl_metric{name="globalRoute.totalOverflow",unit=""} 0
chip_impl_metric{name="unconstrained_endpoints",unit=""} 113
chip_impl_metric{name="antenna_diodes",unit=""} 0
chip_impl_metric{name="total_count_of_max_transition_violations_in_the_final_report",unit=""} 0
chip_impl_metric{name="portBuffers",unit=""} 8
chip_impl_metric{name="crit_cells",unit=""} 2
chip_impl_metric{name="drt_first_iter_violations",unit=""} 308
chip_impl_metric{name="power.switching",unit="W"} 0.0000158
chip_impl_metric{name="cts.repair_timing.setup_buffer_count",unit=""} 0
-- worst paths after layout --
check	from	end	slack [ps]
max reg2reg	clk_div$_DFF_PP0_	clk_div$_DFF_PP0_	2430
min	clk_div$_DFF_PP0_	clk_div$_DFF_PP0_	410
min in group asynchronous	reset[0]	clk_div$_DFF_PP0_	730
min reg2reg	clk_div$_DFF_PP0_	clk_div$_DFF_PP0_	410
max	reset[0]	clk_div$_DFF_PP0_	2070
max in group clk0	clk_div$_DFF_PP0_	clk_div$_DFF_PP0_	2430
-- per-stage QoR --
step / hold slack (ps) / util, % / instances / power, W
floorplan: 797 / - / 531 / 0.0000291
global placement: 416 / 32.6 / 725 / 0.0000389
detailed placement: 407 / 32.6 / 725 / 0.0000397
CTS: 407 / 32.6 / 725 / 0.0000396
global route: 413 / 32.6 / 725 / 0.0000430
finish: 407 / 32.6 / 725 / 0.0000381
-- layout make-up --
cell class,instances,area (sq um),area share (%)
well taps,216,270,5.14
inverters,23,86.3,1.64
repair buffers,14,125,2.38
flip-flops and latches,78,2070,39.3
multi-input cells,394,2710,51.5
-- state kept, by name, summed over array words and instances, names as in the netlist, 4 cells and up --
| name | cells |
|---|---|
| control_test_top_0.tank1.renderer.rom_addr | 5 |
| control_test_top_0.tank1.renderer.outbits | 16 |
| control_test_top_0.hvsync_gen.vpos | 16 |
| control_test_top_0.tank1.renderer.ycount | 4 |
| control_test_top_0.tank1.renderer.state | 8 |
| control_test_top_0.tank1.player_rot | 4 |
| control_test_top_0.tank1.renderer.xcount | 4 |
| control_test_top_0.hvsync_gen.hpos | 16 |
-- cells in the final DEF (no fill, tap or decap), types with 3 or more instances in the layout --
cell type and count:
sky130_fd_sc_hd__buf_4 6, sky130_fd_sc_hd__o21ai_0 39, sky130_fd_sc_hd__and4b_1 3, sky130_fd_sc_hd__a211oi_1 7
sky130_fd_sc_hd__and3_1 9, sky130_fd_sc_hd__o311ai_0 3, sky130_fd_sc_hd__or2_2 3, sky130_fd_sc_hd__mux2i_1 11
sky130_fd_sc_hd__nand3b_1 5, sky130_fd_sc_hd__mux2_2 11, sky130_fd_sc_hd__nor2_1 35, sky130_fd_sc_hd__and4_1 3
sky130_fd_sc_hd__edfxtp_1 31, sky130_fd_sc_hd__nand2_1 46, sky130_fd_sc_hd__o211ai_1 6, sky130_fd_sc_hd__dfxtp_1 8
sky130_fd_sc_hd__o21ai_1 3, sky130_fd_sc_hd__nand4_1 8, sky130_fd_sc_hd__nand3_1 22, sky130_fd_sc_hd__xor2_1 15
sky130_fd_sc_hd__inv_1 23, sky130_fd_sc_hd__nor3b_1 5, sky130_fd_sc_hd__ha_1 30, sky130_fd_sc_hd__xnor2_1 22
sky130_fd_sc_hd__and2_1 9, sky130_fd_sc_hd__nor3_1 14, sky130_fd_sc_hd__dfrtp_1 39, sky130_fd_sc_hd__clkdlybuf4s50_1 8
sky130_fd_sc_hd__nor2b_1 4, sky130_fd_sc_hd__nand2b_1 6, sky130_fd_sc_hd__a311oi_1 6, sky130_fd_sc_hd__a31oi_1 6
sky130_fd_sc_hd__o22ai_1 5, sky130_fd_sc_hd__a21oi_1 21
-- logic make-up (layout without fill, tap and decap cells) --
group,Yosys count,count (layout),share of synthesized area (%)
AOI/OAI and AO/OA,114,114,14.2
xor gates and xnor gates,37,37,6.44
muxes,24,24,5.54
buffers and inverters,59,37,5.05
DFF,78,78,41.1
and+or+nand+nor,188,188,19.9
adders and majority gates,31,31,7.86
-- power by group through the flow --
stage / Sequential [W] / Clock, W / Combinational (W)
CTS: 0.0000141 / 0 / 0.0000256
global route: 0.0000141 / 0 / 0.0000289
finish: 0.0000141 / 0 / 0.0000241
-- metal layers --
metal | track usage (%) | vias up
li1 | - | 1862
met2 | 18.6 | 85
met3 | 0.905 | 8
met1 | 19.3 | 1772
met4 | 0.711 | 0
met5 | 0 | -
Power is estimated from default activity; no workload was simulated.
